File: flow/design.v
module CDMA_Control(
    input wire clk,
    input wire rst_n,
    input wire dma_en,
    input wire [31:0] read_addr,
    input wire [31:0] write_addr,
    input wire [31:0] byte_length,
    output wire dma_done,
    input wire awready,
    output reg [9:0] awaddr,
    output reg awvalid,
    input wire [1:0] bresp,
    input wire bvalid,
    output wire bready,
    input wire wready,
    output reg [31:0] wdata,
    output reg wvalid
);
    parameter DEFAULT = 2'b00;
    parameter SET_READ_ADDR = 2'b01;
    parameter SET_WRITE_ADDR = 2'b10;
    parameter SET_BYTE_LENGTH = 2'b11;
    parameter SOURCE_BRAM = 32'h00000000;  
    parameter SOURCE_OS = 32'h00020000;  
    parameter SOURCE_P1 = 32'h00010000;  
    parameter SOURCE_P2 = 32'h00030000;  
    parameter SOURCE_P3 = 32'h00040000;  
    parameter INSTR_ADDR = 32'h00000000;  
    parameter DATA_ADDR = 32'h00010000;  
    parameter LENGTH_OS = 32'd20;
    reg [1:0] state;  
    reg [31:0] read_addr_store, write_addr_store, byte_length_store;
    always @(posedge clk or negedge rst_n) begin
        if(!rst_n) begin
            read_addr_store <= 32'd0;
            write_addr_store <= 32'd0;
            byte_length_store <= 32'd0;
        end
        else begin
            if(dma_en) begin
                read_addr_store <= read_addr;
                write_addr_store <= write_addr;
                byte_length_store <= byte_length;
            end
            else begin 
                read_addr_store <= read_addr_store;
                write_addr_store <= write_addr_store;
                byte_length_store <= byte_length_store;
            end
        end
    end
    always @(posedge clk or negedge rst_n) begin
        if(!rst_n) begin
            state <= 2'b00;
        end
        else begin
            case(state)
                DEFAULT: begin
                    if(dma_en) state <= SET_READ_ADDR;
                    else state <= state;
                end
                SET_READ_ADDR: begin
                    if(awready & wready) state <= SET_WRITE_ADDR;
                    else state <= state;
                end
                SET_WRITE_ADDR: begin
                    if(awready & wready) state <= SET_BYTE_LENGTH;
                    else state <= state;
                end
                SET_BYTE_LENGTH: begin
                    if(awready & wready) state <= DEFAULT;
                end
                default: state <= DEFAULT;
            endcase
        end
    end
    always @(*) begin
        case(state)
            SET_READ_ADDR: begin
                awaddr = 10'h18;
                awvalid = 1'b1;
                wdata = read_addr_store;
                wvalid = 1'b1;
            end
            SET_WRITE_ADDR: begin
                awaddr = 10'h20;
                awvalid = 1'b1;
                wdata = write_addr_store;
                wvalid = 1'b1;
            end
            SET_BYTE_LENGTH: begin
                awaddr = 10'h28;
                awvalid = 1'b1;
                wdata = byte_length_store;
                wvalid = 1'b1;
            end
            default: begin
                awaddr = 10'd0;
                awvalid = 1'b0;
                wdata = 32'd0;
                wvalid = 1'b0;
            end
        endcase
    end
    assign dma_done = (state == SET_BYTE_LENGTH) & (awready & wready);
    assign bready = 1'b1;
endmodule
File: flow/constraint.sdc
current_design CDMA_Control

set clk_period 2.1
set clk_io_pct 0.2

create_clock -name clk0 -period $clk_period [get_ports {clk}]

set non_clock_inputs [all_inputs -no_clocks]
set_input_delay [expr $clk_period * $clk_io_pct] -clock clk0 $non_clock_inputs
set_output_delay [expr $clk_period * $clk_io_pct] -clock clk0 [all_outputs]
File: flow/run.sh
#!/bin/bash
# OpenROAD 26Q1-2900-gdf79404cd8, Yosys 0.63+post, stock flow scripts
make -C /OpenROAD-flow-scripts/flow DESIGN_CONFIG=/design/flow/config.mk WORK_HOME=/design/flow/orfs finish
File: flow/config.mk
export PLATFORM = sky130hd
export DESIGN_NAME = CDMA_Control
export DESIGN_NICKNAME = CDMA_Control
export VERILOG_FILES = /design/flow/design.v
export SDC_FILE = /design/flow/constraint.sdc
export NUM_CORES = 4
export LEC_CHECK = 1
export CORE_UTILIZATION = 50
export SYNTH_HDL_FRONTEND = slang
==> results.txt <==
result of the run - finished with violations
violated checks - setup timing
ANT cells - 0
pin count of the biggest net entering global routing - 72
Port Buffer Count - 138
area fraction in xor and xnor cells - 0%
ys flops - 100
Tmin final - 2270 ps
number of antenna violations at the first check in global routing - 0
drt wl/cell - 16.8 um
total routing resource utilization after global routing - 21.0%
worst hold slack - 44.7 ps
FA/HA/MAJ Cells, Area Fraction - 0%
Peak Freq - 441 MHz
FP Core Util - 52.5%
R2R setup slack - 1020 ps
post-synthesis cell count - 305
Area Growth Syn to Fin - 40.5%
y dimension of the die - 95.6 um
arrival time at the worst endpoint - 1850 ps
Final setup violation count - 17
number of enable-type register cells in the synthesized netlist - 0
router iterations before antenna repair - 7
main area contributors after synthesis - dfrtp_1, mux2_2, a222oi_1
CORE AREA - 8340 sq um
Top Usage Layer GRT - met2
remaining number of nets flagged by the antenna check after routing - 0
Req. time, crit path - 1680 ps
distinct lib cells - 17
number of logged tool warnings - 31
global placer's final weighted congestion - 0.734
unrepaired setup endpoints after global routing - true
number of max-cap violations - 0
dominant kind of combinational cell - multiplexers
worst reg2reg path depth - 3
asr flop ratio synth - 100%
Tightest Hold Check Type - primary input to asynchronous set/reset pin
buffer type at the clock tree root - clkbuf_8
area fraction in compound gates - 7.68%
area taken by flip-flops and latches - 2510 sq um
Layout Skew - 10.1 ps
dpl hpwl - 6.00 mm
Setup Slack @ Placement - 133 ps
ratio of routed vias to standard cells - 5.39
share of Yosys cell area claimed by the top area cell type - 56.5%
Most common reg cell - dfrtp_1
ratio of final minimum period to clock period - 108%
post-CTS clock slew at the launch and capture registers of the worst setup and hold paths - 90 ps
post-synthesis simple-gate area fraction - 0.657%
wirelength, routed - 9.27 mm
CTS hold repair buffers - 0
Slew Limit Headroom - 62.3%
smallest setup slack after layout - -166 ps
total power per unit cell area - 655 nW/um^2
sequential element share of the synthesized area - 57.1%
met2 GRT Util - 32.5%
Top-Level Pins - 150
Hold Vio Cnt, Final - 0
combined area of the multi-input logic cells - 1580 sq um
# fillers - 550
Critical Setup Path Class - flip-flop to output port
cell count in the Yosys report - 305
DRC marker count from the first detailed-route iteration - 203
biggest fanout along the worst timing path - 14
Final Max-Slew Violation Tally - 0
worst voltage drop across the vdd grid - 0.000394 V
kind of end point of the critical path - output port
Mapped Area - 4380 sq um
average cell area after synthesis - 14.4 sq um
number of buffers created by CTS - 9
H-tree Lvls - 3
portion of netlist area occupied by mux cells - 26.7%
top cell type by total area after synthesis - dfrtp_1
met1 Use GR - 31.9%
number of global-route vias before repair - 2,931
count of synthesis-stage warnings from yosys - 0
CTS tree - yes
first-pass GRT wire length - 14.0 mm
top post-synthesis cells by count - dfrtp_1, mux2_2, inv_1, a222oi_1
Overflow after GRT - 0
critical path startpoint category - flip-flop
die outline area - 9140 sq um
number of sinks handled by clock tree synthesis - 100
ratio of cells with drive above 1 in the final layout - 31.0%
slew at the pin with the worst max-slew slack - 565 ps
worst skew pair latency - 350 ps
post-synth area from yosys stat - 4380 sq um
leakage power - 3.15 nW
Clock Tree Buf Depth - 2
leading cell type by number of instances after synthesis - dfrtp_1
horizontal extent of the die - 95.6 um
number of vias after detailed routing - 2,979
DRC violation count after routing - 0
standard-cell row count - 33
met3 track utilization from global routing - 6.24%
==> sequential cells by signal, indices dropped and copies added, names as in the netlist, named ones only <==
name               cells
byte_length_store     32
read_addr_store       32
state                  2
write_addr_store      32
==> worst max-delay path, stage by stage, from the launching register on <==
cell	delay, ps
dfrtp_2	450
buf_6	170
a222oi_1	360
inv_1	90
clkdlybuf4s50_1	430
==> cells in the final DEF, fill, tap and decap left out, drive strengths merged, types with 8 or more instances in the layout <==
cell type / count
dlymetal6s2s: 18
clkdlybuf4s50: 118
clkbuf: 9
dfrtp: 99
a222oi: 32
mux2: 98
buf: 18
conb: 8
inv: 35
==> per-stage QoR <==
stage | setup TNS (ps) | area (sq um) | total power [mW] | util (%) | std cells
after floorplan | 0 | 4400 | 2.48 | - | 311
after global placement | 0 | 5820 | 2.73 | 69.8 | 534
after detailed placement | 0 | 5820 | 2.74 | 69.8 | 534
after CTS | -3690 | 6070 | 4.10 | 72.7 | 551
after global routing | -3420 | 6160 | 4.21 | 73.8 | 553
final | -1640 | 6160 | 4.04 | 73.8 | 553
==> worst max path at each step <==
stage         start  endpoint  depth (start not counted)  slack, ps
6_report  flip-flop  wdata[0]                          4       -170
4_1_cts   flip-flop  wdata[0]                          4       -170
5_1_grt   flip-flop  wdata[0]                          4       -250
==> logic make-up (layout without fill, tap and decap cells) <==
family | after synthesis | in the layout
AND/OR/NAND/NOR | 5 | 5
AND-OR/OR-AND | 34 | 34
flip-flops | 100 | 100
multiplexers | 98 | 98
buffers and inverters | 66 | 203
other | 2 | 8
==> layout make-up <==
class	instances	share of cell area [%]
clock buffer	9	2.01
tap	105	2.13
timing repair buffer	154	25.9
clock inverter	7	1.61
inverter	33	2.01
sequential	100	40.7
multi-input combinational	145	25.6
==> per-layer routing <==
layer | share of wire, % | wire length, um
met3 | 8.9 | 824
met1 | 43 | 4020
met2 | 47 | 4330
met4 | 0.98 | 91
met5 | 0 | 0
==> power by group <==
| group | switching, mW | internal, mW | leakage (nW) |
|---|---|---|---|
| combinational | 0.147 | 0.355 | 1.87 |
| sequential | 0.0920 | 2.11 | 1.17 |
| clock | 0.654 | 0.679 | 0.110 |
==> timing repair <==
action,in CTS,in global routing
pin swaps,2,16
resized,4,28
cloned,0,1
setup buffers,1,1
endpoints found under the setup margin,35,37
Power is estimated from default activity; no workload was simulated.
